==> /design/flow/design.v <==
`timescale 1ns / 1ps
module FIFO (
    input  logic       PCLK,
    input  logic       PRESET,
    input  logic       wr,
    input  logic       rd,
    input  logic [7:0] wdata,
    output logic [7:0] rdata,
    output             full,
    output             empty
);
    wire w_full, w_empty;
    wire [3:0] w_wptr, w_rptr;
    assign full  = w_full;
    assign empty = w_empty;
    register_file u_register_file (
        .PCLK (PCLK),
        .waddr(w_wptr),
        .raddr(w_rptr),
        .wdata(wdata),
        .wr   ((!w_full) & wr),
        .rd   ((!w_empty) & rd),
        .rdata(rdata)
    );
    fifo_control u_fifo_control (
        .PCLK  (PCLK),
        .PRESET(PRESET),
        .wr    (wr),
        .rd    (rd),
        .full  (w_full),
        .empty (w_empty),
        .r_ptr (w_rptr),
        .w_ptr (w_wptr)
    );
endmodule
module register_file (
    input logic PCLK,
    input logic [3:0] waddr,
    input logic [3:0] raddr,
    input logic [7:0] wdata,
    input logic rd,
    input logic wr,
    output logic [7:0] rdata
);
    logic [7:0] register_file[0:15];
    always_ff @(posedge PCLK) begin
        if (wr) begin
            register_file[waddr] <= wdata;
        end
    end
    assign rdata = register_file[raddr];
endmodule
module fifo_control (
    input  logic       PCLK,
    input  logic       PRESET,
    input  logic       wr,
    input  logic       rd,
    output logic       full,
    output logic       empty,
    output       [3:0] r_ptr,
    output       [3:0] w_ptr
);
    logic c_full, n_full;
    logic c_empty, n_empty;
    logic [3:0] c_wptr, n_wptr, c_rptr, n_rptr;
    assign full  = c_full;
    assign empty = c_empty;
    assign w_ptr = c_wptr;
    assign r_ptr = c_rptr;
    always_ff @(posedge PCLK, posedge PRESET) begin
        if (PRESET) begin
            c_full  <= 1'b0;
            c_empty <= 1'b1;
            c_wptr  <= 2'b00;
            c_rptr  <= 2'b00;
        end else begin
            c_full  <= n_full;
            c_empty <= n_empty;
            c_wptr  <= n_wptr;
            c_rptr  <= n_rptr;
        end
    end
    always_comb begin
        n_full  = c_full;
        n_empty = c_empty;
        n_wptr  = c_wptr;
        n_rptr  = c_rptr;
        case ({
            wr, rd
        })
            2'b01: begin
                n_full = 1'b0;
                if (!c_empty) begin
                    n_rptr = c_rptr + 1'b1;
                    if (n_rptr == c_wptr) begin
                        n_empty = 1'b1;
                    end
                end
            end
            2'b10: begin
                n_empty = 1'b0;
                if (!c_full) begin
                    n_wptr = c_wptr + 1'b1;
                    if (n_wptr == c_rptr) begin
                        n_full = 1'b1;
                    end
                end
            end
            2'b11: begin
                if (c_empty) begin
                    n_empty = 1'b0;
                    n_wptr  = c_wptr + 1'b1;
                end else if (c_full) begin
                    n_full = 1'b0;
                    n_rptr = c_rptr + 1'b1;
                end else begin
                    n_wptr = c_wptr + 1'b1;
                    n_rptr = c_rptr + 1'b1;
                end
            end
        endcase
    end
endmodule
`timescale 1ns / 1ps
module UART (
    input  logic        PCLK,
    input  logic        PRESET,
    input  logic [31:0] PADDR,
    input  logic        PWRITE,
    input  logic        PENABLE,
    input  logic [31:0] PWDATA,
    input  logic        PSEL,
    output logic [31:0] PRDATA,
    output logic        PREADY,
    input  logic        Rx,
    output logic        Tx
);
    logic [7:0] w_rx_data;
    logic [7:0] w_tx_data;
    logic w_tx_fifo_full ;
    logic w_rx_fifo_empty;
    logic w_rx_fifo_full ;
    logic w_tx_fifo_wr   ;
    logic w_rx_fifo_rd   ;
    APB_SlaveIntf_UART U_APB_SlaveIntf_UART (
        .PCLK         (PCLK),
        .PRESET       (PRESET),
        .PADDR        (PADDR),
        .PWRITE       (PWRITE),
        .PENABLE      (PENABLE),
        .PWDATA       (PWDATA),
        .PSEL         (PSEL),
        .PRDATA       (PRDATA),
        .PREADY       (PREADY),
        .idr          (w_rx_data),
        .odr          (w_tx_data),
        .tx_fifo_full (w_tx_fifo_full),
        .rx_fifo_empty(w_rx_fifo_empty),
        .rx_fifo_full (w_rx_fifo_full),
        .tx_fifo_wr   (w_tx_fifo_wr),
        .rx_fifo_rd   (w_rx_fifo_rd)
    );
    UART_TOP U_UART_TOP (
        .PCLK         (PCLK),
        .PRESET       (PRESET),
        .Rx           (Rx),
        .Tx           (Tx),
        .rx_data      (w_rx_data),
        .tx_data      (w_tx_data),
        .tx_fifo_full (w_tx_fifo_full),
        .rx_fifo_empty(w_rx_fifo_empty),
        .rx_fifo_full (w_rx_fifo_full),
        .tx_fifo_wr   (w_tx_fifo_wr),
        .rx_fifo_rd   (w_rx_fifo_rd)
    );
endmodule
module UART_TOP (
    input  logic       PCLK,
    input  logic       PRESET,
    input  logic       Rx,
    output logic       Tx,
    input  logic [7:0] tx_data,
    output logic [7:0] rx_data,
    output logic       tx_fifo_full,
    output logic       rx_fifo_empty,
    output logic       rx_fifo_full,
    input  logic       tx_fifo_wr,
    input  logic       rx_fifo_rd
);
    wire [7:0] w_rx_data;
    wire w_rx_done;
    wire [7:0] w_tx_rdata;
    wire w_tx_busy;
    Uart_Rx #(
        .BPS(9600)
    ) u_uart_rx (
        .PCLK    (PCLK),
        .PRESET  (PRESET),
        .rx      (Rx),
        .data_out(w_rx_data),
        .rx_done (w_rx_done)
    );
    FIFO u_FIFO_RX (
        .PCLK  (PCLK),
        .PRESET(PRESET),
        .wr    (w_rx_done),
        .rd    (rx_fifo_rd),
        .wdata (w_rx_data),
        .rdata (rx_data),
        .full  (rx_fifo_full),
        .empty (rx_fifo_empty)
    );
    FIFO u_FIFO_TX (
        .PCLK  (PCLK),
        .PRESET(PRESET),
        .wr    (tx_fifo_wr),
        .rd    ((!w_tx_busy) & (!w_tx_empty)),
        .wdata (tx_data),
        .rdata (w_tx_rdata),
        .full  (tx_fifo_full),
        .empty (w_tx_empty)
    );
    Uart_Tx #(
        .BPS(9600)
    ) u_uart_tx (
        .PCLK    (PCLK),
        .PRESET  (PRESET),
        .tx_data (w_tx_rdata),
        .tx_start(!w_tx_empty),
        .tx      (Tx),
        .tx_done (),
        .tx_busy (w_tx_busy)
    );
endmodule
module APB_SlaveIntf_UART (
    input  logic        PCLK,
    input  logic        PRESET,
    input  logic [31:0] PADDR,
    input  logic        PWRITE,
    input  logic        PENABLE,
    input  logic [31:0] PWDATA,
    input  logic        PSEL,
    output logic [31:0] PRDATA,
    output logic        PREADY,
    input  logic [ 7:0] idr,
    output logic [ 7:0] odr,
    input  logic        tx_fifo_full,
    input  logic        rx_fifo_empty,
    input  logic        rx_fifo_full,
    output logic        tx_fifo_wr,
    output logic        rx_fifo_rd
);  
    logic [31:0] slv_reg0, slv_reg1, slv_reg2, slv_reg3;
    assign odr = slv_reg2[7:0];
    assign tx_fifo_wr=(PSEL & PENABLE & PWRITE & (PADDR[3:2] == 2'd2) & ~tx_fifo_full & PREADY);
    assign rx_fifo_rd=(PSEL & PENABLE & !PWRITE & (PADDR[3:2] == 2'd1) & ~rx_fifo_empty);
    always_ff @(posedge PCLK, posedge PRESET) begin
        if (PRESET) begin
            slv_reg0 <= 0;
            slv_reg1 <= 0;
            slv_reg2 <= 0;
            slv_reg3 <= 0;
        end else begin
            PREADY <= 1'b0;
            if (PSEL & PENABLE) begin
                PREADY <= 1'b1;
                if (PWRITE) begin
                    case (PADDR[3:2])
                        2'd2: slv_reg2 <= PWDATA;
                        2'd3: slv_reg3 <= PWDATA;
                    endcase
                end else begin
                    case (PADDR[3:2])
                        2'd0:
                        PRDATA <= {
                            29'b0, rx_fifo_empty, rx_fifo_full, tx_fifo_full
                        };
                        2'd1: PRDATA <= {24'd0, idr};
                        2'd2: PRDATA <= slv_reg2;
                        2'd3: PRDATA <= slv_reg3;
                    endcase
                end
            end
        end
    end
endmodule
`timescale 1ns / 1ps
module Uart_Rx #(
    parameter BPS = 9600
) (
    input  logic       PCLK,
    input  logic       PRESET,
    input  logic       rx,
    output logic [7:0] data_out,
    output logic       rx_done
);
    typedef enum logic [1:0] {
        S_IDLE,
        S_START_BIT,
        S_DATA_BITS,
        S_STOP_BIT
    } state_t;
    state_t r_state;
    parameter DIVIDER_CNT = 100_000_000 / (BPS * 16);
    logic [ 3:0] r_bit_cnt;
    logic [ 7:0] r_data;
    logic [15:0] r_baud_cnt;
    logic        r_baud_tick;
    logic [ 3:0] r_baud_tick_cnt;
    always_ff @(posedge PCLK, posedge PRESET) begin
        if (PRESET) begin
            r_baud_cnt  <= 0;
            r_baud_tick <= 0;
        end else begin
            if (r_baud_cnt == DIVIDER_CNT - 1) begin
                r_baud_cnt  <= 0;
                r_baud_tick <= 1'b1;
            end else begin
                r_baud_cnt  <= r_baud_cnt + 1;
                r_baud_tick <= 1'b0;
            end
        end
    end
    always_ff @(posedge PCLK, posedge PRESET) begin
        if (PRESET) begin
            r_state         <= S_IDLE;
            r_baud_tick_cnt <= 0;
            r_bit_cnt       <= 0;
            r_data          <= 0;
            rx_done         <= 0;
            data_out        <= 0;
        end else begin
            case (r_state)
                S_IDLE: begin
                    rx_done <= 1'b0;
                    if (!rx) begin
                        r_state <= S_START_BIT;
                        r_baud_tick_cnt <= 0;
                    end
                end
                S_START_BIT: begin
                    if (r_baud_tick) begin
                        if (r_baud_tick_cnt == 4'd7) begin
                            r_state         <= S_DATA_BITS;
                            r_bit_cnt       <= 0;
                            r_baud_tick_cnt <= 0;
                        end else begin
                            r_baud_tick_cnt <= r_baud_tick_cnt + 1;
                        end
                    end
                end
                S_DATA_BITS: begin
                    if (r_baud_tick) begin
                        if (r_baud_tick_cnt == 4'd15) begin
                            r_data[r_bit_cnt] <= rx;
                            r_baud_tick_cnt   <= 4'd0;
                            if (r_bit_cnt == 4'd7) begin
                                r_bit_cnt <= 0;
                                r_state   <= S_STOP_BIT;
                            end else begin
                                r_bit_cnt <= r_bit_cnt + 1;
                            end
                        end else begin
                            r_baud_tick_cnt <= r_baud_tick_cnt + 1;
                        end
                    end
                end
                S_STOP_BIT: begin
                    if (r_baud_tick) begin
                        if (r_baud_tick_cnt == 4'd15) begin
                            r_state  <= S_IDLE;
                            data_out <= r_data;
                            rx_done  <= 1'b1;
                        end else begin
                            r_baud_tick_cnt <= r_baud_tick_cnt + 1;
                        end
                    end
                end
                default: r_state <= S_IDLE;
            endcase
        end
    end
endmodule
`timescale 1ns / 1ps
module Uart_Tx #(
    parameter BPS = 9600
) (
    input  logic       PCLK,
    input  logic       PRESET,
    input  logic [7:0] tx_data,
    input  logic       tx_start,
    output logic       tx,
    output logic       tx_done,
    output logic       tx_busy
);
    parameter S_IDLE = 2'b00;
    parameter S_START_BIT = 2'b01;
    parameter S_DATA_8BITS = 2'b10;
    parameter S_STOP_BIT = 2'b11;
    parameter DIVIDER_CNT = 100_000_000 / BPS;
    logic [16:0] r_baud_cnt;
    logic        r_baud_tick;
    logic [ 1:0] r_state;
    logic [ 3:0] r_bit_cnt;
    logic [ 7:0] r_data;
    always_ff @(posedge PCLK, posedge PRESET) begin
        if (PRESET) begin
            r_baud_cnt  <= 0;
            r_baud_tick <= 0;
        end else begin
            if (r_baud_cnt == DIVIDER_CNT - 1) begin
                r_baud_cnt  <= 0;
                r_baud_tick <= 1'b1;
            end else begin
                r_baud_cnt  <= r_baud_cnt + 1'b1;
                r_baud_tick <= 1'b0;
            end
        end
    end
    always_ff @(posedge PCLK, posedge PRESET) begin
        if (PRESET) begin
            tx_done   <= 0;
            tx_busy   <= 1'b0;
            r_data    <= 8'd0;
            r_state   <= S_IDLE;
            r_bit_cnt <= 4'd0;
            tx        <= 1'b1;
        end else begin
            case (r_state)
                S_IDLE: begin
                    tx_done <= 0;
                    if (tx_start) begin
                        tx_busy   <= 1'b1;
                        r_data    <= tx_data;
                        r_bit_cnt <= 4'd0;
                        r_state   <= S_START_BIT;
                    end
                end
                S_START_BIT: begin
                    if (r_baud_tick) begin
                        tx <= 1'b0;
                        r_state <= S_DATA_8BITS;
                    end
                end
                S_DATA_8BITS: begin
                    if (r_baud_tick) begin
                        tx <= r_data[r_bit_cnt];
                        if (r_bit_cnt == 4'd7) begin
                            r_state <= S_STOP_BIT;
                            r_bit_cnt <= 1'b0;
                        end else begin
                            r_bit_cnt <= r_bit_cnt + 1;
                        end
                    end
                end
                S_STOP_BIT: begin
                    if (r_baud_tick) begin
                        tx <= 1'b1;
                        tx_done <= 1'b1;
                        tx_busy <= 1'b0;
                        r_state <= S_IDLE;
                    end
                end
                default: r_state = S_IDLE;
            endcase
        end
    end
endmodule
==> /design/flow/run.sh <==
#!/bin/bash
# OpenROAD 26Q1-2900-gdf79404cd8, Yosys 0.63+post, stock flow scripts
make -C /OpenROAD-flow-scripts/flow DESIGN_CONFIG=/design/flow/config.mk WORK_HOME=/design/flow/orfs finish
==> /design/flow/config.mk <==
export PLATFORM = sky130hd
export DESIGN_NAME = UART
export DESIGN_NICKNAME = UART
export VERILOG_FILES = /design/flow/design.v
export SDC_FILE = /design/flow/constraint.sdc
export NUM_CORES = 4
export LEC_CHECK = 1
export CORE_UTILIZATION = 50
==> /design/flow/constraint.sdc <==
current_design UART

set clk_period 4.8
set clk_io_pct 0.2

create_clock -name clk0 -period $clk_period [get_ports {PCLK}]

set non_clock_inputs [all_inputs -no_clocks]
set_input_delay [expr $clk_period * $clk_io_pct] -clock clk0 $non_clock_inputs
set_output_delay [expr $clk_period * $clk_io_pct] -clock clk0 [all_outputs]
==> results.sh <==
# source this file to load flow results
export IMPL_outcome="finished, final reports clean"
export IMPL_grt_max_degree=96
export IMPL_place_port_buffers=73
export IMPL_detailed_place_hpwl_mm=23.6
export IMPL_netlist_area_mm2=0.0192
export IMPL_ir_drop_v=0.000257
export IMPL_antenna_found_initial=1
export IMPL_hold_viol=0
export IMPL_gp_congestion=0.837
export IMPL_postSynthCellCount=1175
export IMPL_cts_buffers=47
export IMPL_ant_nets=0
export IMPL_synth_top_cell_area_share_pct=45.2
export IMPL_final_area_mm2=0.0220
export IMPL_powerDensity_mw_per_mm2=423
export IMPL_cts_setup_buffers=0
export IMPL_edf_count=289
export IMPL_synth_most_common_cell="edfxtp_1"
export IMPL_top_area_cell="edfxtp_1"
export IMPL_cts_resized_gates=0
export IMPL_min_period_over_period_pct=68.6
export IMPL_critical_path_class="in2reg"
export IMPL_finClkSkew_ns=0.0134
export IMPL_dpl_cell_area_mm2=0.0204
export IMPL_crit_path_max_fanout=8
export IMPL_setup_violations=0
export IMPL_grt_pass1_wl_mm=58.9
export IMPL_clk_pin_slew_ns=0.06
export IMPL_p_int_w=0.00710
export IMPL_cts_root_buf="clkbuf_16"
export IMPL_synth_area_per_cell_um2=16.4
export IMPL_reg2regPathDepth=5
export IMPL_routedWlPerCell_um=20.5
export IMPL_ys_cells=1175
export IMPL_postCtsHoldBufs=0
export IMPL_rsz0062_at_grt="false"
export IMPL_ys_seq_share_pct=66.8
export IMPL_max_cap_violations=0
export IMPL_crit_required_ns=4.98
export IMPL_num_vias=10000
export IMPL_chip_area_mm2=0.0392
export IMPL_avgViaCountPerCell=5.52
export IMPL_layout_min_cycle_time_ns=3.29
export IMPL_route_detailed_drc=0
export IMPL_timing_reg2reg_setup_slack_ns=1.84
export IMPL_report_final_slew_viol_count=0
export IMPL_slew_headroom_pct=43.6
export IMPL_ys_area_mm2=0.0192
export IMPL_combGateArea_mm2=0.00597
export IMPL_fmax_mhz=304
export IMPL_power_frac_clock_pct=38.7
export IMPL_min_delay_start="U_UART_TOP.u_uart_tx.r_baud_cnt[0]$_DFF_PP0_"
export IMPL_synth_flops=455
export IMPL_core_area_mm2=0.0378
export IMPL_grt_pass1_vias=10500
export IMPL_clock_path_buffers=3
export IMPL_overflow=0
export IMPL_crit_start="PWRITE"
export IMPL_min_delay_path_depth=1
export IMPL_seqPwrFrac_pct=50.6
export IMPL_register_area_mm2=0.0128
export IMPL_total_leakage_power_nw=7.66
export IMPL_synthToLayoutAreaGrowth_pct=14.3
export IMPL_io_pins=104
export IMPL_ys_top_cells_by_area="edfxtp_1 45%, dfrtp_1 21%, mux2_2 5.6%"
export IMPL_critPathLaunchType="input pin"
export IMPL_insertion_delay_ns=0.56
export IMPL_tightest_slew_ns=0.843
export IMPL_totalWireLength_mm=37.2
export IMPL_hold_class="reg2reg"
export IMPL_switching_share_pct=23.6
export IMPL_die_h_um=198
export IMPL_n_fill_cell=2881
export IMPL_clkSinkCount=455
export IMPL_tns_ns=0
export IMPL_async_flop_share_pct=36.5
export IMPL_cts_max_level=2
export IMPL_cts_tree="done"
export IMPL_diodes=0
export IMPL_num_rows=71
export IMPL_drt_iter0_drc=435
export IMPL_synth_distinct_cells=59
export IMPL_r2r_start="U_UART_TOP.u_FIFO_RX.u_fifo_control.c_rptr[0]$_DFFE_PP0P_"
export IMPL_ys_warnings_count=6
export IMPL_critical_path_arrival_ns=3.48
export IMPL_endpoint_kind="flip-flop"
export IMPL_combinationalPowerShare_pct=10.7
export IMPL_p_total_w=0.00929
export IMPL_fp_util_pct=50.9
export IMPL_yosys_top_cells_count="289 x edfxtp_1, 161 x dfrtp_1, 96 x mux2_2, 53 x nor2_1, 47 x mux4_2"
export IMPL_switchingPower_w=0.00219
export IMPL_grt_usage_pct=21.8
export IMPL_die_x_um=198
export IMPL_firstDrtPassIters=5
export IMPL_drive_above_1_share_pct=19.3
export IMPL_synthFlopType="edfxtp_1"
export IMPL_warning_count=68
[routing by layer]
metal  vias up  global-route usage [%]  share of wire (%)
met2       242                    33.9                 50
met4         2                    3.96                2.3
met1      5035                    33.9                 41
met5         -                       0              0.035
li1       4669                       -                  -
met3        69                    6.96                6.9
[path summary, 6_finish.rpt]
path,end
setup / recovery,flip-flop
hold / removal,U_UART_TOP.u_uart_tx.r_baud_cnt[0]$_DFF_PP0_
setup reg to reg,U_APB_SlaveIntf_UART.PRDATA[0]$_DFFE_PP_
hold reg to reg,U_UART_TOP.u_uart_tx.r_baud_cnt[0]$_DFF_PP0_
max in group asynchronous,U_UART_TOP.u_FIFO_TX.u_fifo_control.c_rptr[0]$_DFFE_PP0P_
min in group asynchronous,U_APB_SlaveIntf_UART.slv_reg3[2]$_DFFE_PP0P_
[power groups by stage]
stage | combinational (W) | sequential [W] | clock (W)
4_1_cts | 0.00102 | 0.00472 | 0.00368
5_1_grt | 0.00109 | 0.00475 | 0.00384
6_report | 0.000993 | 0.00471 | 0.00359
[layout by cell type (no fill, tap or decap), types with 11 or more instances in the layout]
cell               n
clkbuf_16         49
and2_1            30
xor2_1            23
a221o_1           12
mux4_2            47
xnor2_1           34
nor2_1            52
nor3_1            18
nand2_1           43
nand3_1           29
clkdlybuf4s50_1   72
inv_1             26
dfrtp_1          159
ha_1              23
mux2_2            96
nor2b_1           29
nand4_1           12
o21ai_0           42
mux2i_1           42
edfxtp_1         289
buf_4             16
mux4_1            22
clkinv_2          11
[final cells by class]
cell class              instances  area share [%]
clock buffers                  69            6.38
clock inverters                18           0.644
inverters                      27           0.478
multi-input cells             644            27.2
flip-flops and latches        455            58.5
well taps                     511            2.91
repair buffers                 90            3.94
[metrics by stage]
stage / hold WS [ns] / setup WS, ns / util (%) / instances
3_3_place_gp: 0.440 / 0.903 / 54.1 / 1727
4_1_cts: 0.461 / 1.54 / 58.2 / 1814
5_1_grt: 0.483 / 1.34 / 58.2 / 1814
6_report: 0.457 / 1.51 / 58.2 / 1814
2_1_floorplan: 0.409 / 0.727 / - / 1175
3_5_place_dp: 0.449 / 0.950 / 54.1 / 1727
[registers in the layout (all words and copies together), names as in the netlist, 4 cells and up]
name	count
U_UART_TOP.u_uart_tx.r_baud_cnt	17
U_UART_TOP.u_uart_tx.r_bit_cnt	4
U_UART_TOP.u_FIFO_TX.u_fifo_control.c_rptr	4
U_UART_TOP.u_uart_rx.r_baud_cnt	16
U_UART_TOP.u_uart_rx.r_bit_cnt	4
U_UART_TOP.u_uart_tx.r_data	8
U_UART_TOP.u_uart_rx.r_data	8
U_UART_TOP.u_uart_tx.r_state	4
U_UART_TOP.u_FIFO_RX.u_fifo_control.c_wptr	4
U_APB_SlaveIntf_UART.slv_reg2	32
U_UART_TOP.u_uart_rx.r_state	4
U_UART_TOP.u_FIFO_RX.u_register_file.register_file	128
U_UART_TOP.u_FIFO_RX.u_fifo_control.c_rptr	4
U_UART_TOP.u_uart_rx.data_out	8
U_APB_SlaveIntf_UART.slv_reg3	32
U_UART_TOP.u_FIFO_TX.u_fifo_control.c_wptr	4
U_UART_TOP.u_uart_rx.r_baud_tick_cnt	4
U_UART_TOP.u_FIFO_TX.u_register_file.register_file	128
U_APB_SlaveIntf_UART.PRDATA	32
[logic make-up (layout without fill, tap and decap cells)]
| family | after synthesis | in the layout | synth area share [%] |
|---|---|---|---|
| compound gates | 86 | 86 | 2.93 |
| mux | 207 | 207 | 16.3 |
| buf+inv | 76 | 204 | 2.16 |
| flops | 455 | 455 | 66.8 |
| simple gates | 270 | 270 | 7.55 |
| xor+xnor | 58 | 58 | 2.72 |
| fa+ha+maj | 23 | 23 | 1.50 |
[worst max-delay path: stages]
cell and delay (ns):
clkdlybuf4s50_1 0.58, nand4_1 0.24, nor4b_2 0.74, nand3_1 0.26, nor2_1 0.70
