`./design.v`:
```
module RAM (
    input  logic        clk,
    input  logic        we,
    input  logic [ 9:0] addr,
    input  logic [31:0] wdata,
    output logic [31:0] rdata
);
    logic [31:0] mem[0:2**10-1];
    always_ff @(posedge clk) begin
        if (we)
            mem[addr[9:2]] <= wdata;  
    end
    assign rdata = mem[addr[9:2]];
endmodule
```
`./run.sh`:
```
#!/bin/bash
# OpenROAD 26Q1-2900-gdf79404cd8, Yosys 0.63+post, stock flow scripts
make -C /OpenROAD-flow-scripts/flow DESIGN_CONFIG=/design/flow/config.mk WORK_HOME=/design/flow/orfs finish
```
`./config.mk`:
```
export PLATFORM = sky130hd
export DESIGN_NAME = RAM
export DESIGN_NICKNAME = RAM
export VERILOG_FILES = /design/flow/design.v
export SDC_FILE = /design/flow/constraint.sdc
export NUM_CORES = 4
export LEC_CHECK = 1
export CORE_UTILIZATION = 40
export SYNTH_MEMORY_MAX_BITS = 65536
```
`./constraint.sdc`:
```
current_design RAM

set clk_period 39.7
set clk_io_pct 0.2

create_clock -name clk0 -period $clk_period [get_ports {clk}]

set non_clock_inputs [all_inputs -no_clocks]
set_input_delay [expr $clk_period * $clk_io_pct] -clock clk0 $non_clock_inputs
set_output_delay [expr $clk_period * $clk_io_pct] -clock clk0 [all_outputs]
```
==> results_dict.tcl <==
# yosys + openroad results
set metrics [dict create \
    comb_area_um2 64000 \
    worstPathArrival_ns 16.26 \
    rsz0062_at_grt "false" \
    die_w_um 887 \
    ys_cells 16119 \
    cts_tree "done" \
    crit_type "primary input to primary output" \
    ant_nets 0 \
    p_leak_nw 118 \
    syn_to_final_growth_pct 14.0 \
    finalPower_mw 17.7 \
    crit_top_cell "buf_4" \
    power_density_nw_per_um2 49.7 \
    hold_path_depth 1 \
    finalHoldViolations 0 \
    drt_wl_total_mm 997 \
    grt_max_degree 98 \
    hp-class "primary input to flip-flop" \
    antenna_found_initial 54 \
    worst_slack_ns 15.50 \
    cp_slowest_cell "a31oi_1" \
    async_reset_ff_share_pct 0 \
    vias 164123 \
    crit_path_max_fanout 64 \
    synthCells 16119 \
    synth-edff-count 8192 \
    synth.avg_cell_area_um2 19.4 \
    largest_reg_flops 8192 \
    final.min_clock_period_ns 24.20 \
    min_to "mem[163][13]" \
    first_pass_iters 5 \
    synthFlopType "edfxtp_1" \
    die.size.y_um 887 \
    yosys_area_um2 313000 \
    core_area_um2 779000 \
    cts.sinks 8192 \
    flop_area_um2 246000 \
    grt_pass1_wl_mm 1360 \
    required_ns 31.76 \
    warnings 28 \
    hold_start "wdata[13]" \
    drv_cap 0 \
    post_cts_resize_count 0 \
    cts-root-buf "clkbuf_16" \
    post-place-ws_ns 15.63 \
    num_rows 324 \
    grtUsageTotal_pct 27.5 \
    postCtsHoldBufs 0 \
    ys_seq_share_pct 78.6 \
    synth_area_um2 313000 \
    drive_gt1_share_pct 16.0 \
    fin_util_pct 45.8 \
    ios 76 \
    path_clk_slew_ns 0.06 \
    finalMaxSlewViolations 0 \
    wl_per_cell_um 35.4 \
    dpl.hpwl_mm 568 \
    io_buffer_count 73 \
    die-area_um2 786000 \
    drtIter0Drc 12372 \
    gr-total-overflow 0 \
    slew_headroom_pct 20.4 \
    crit_chain "buf_16 > buf_4 > buf_4 > buf_4 > buf_4 > buf_4 > buf_4 > buf_4 > buf_4 > mux2i_1 > o22ai_1 > nor4_1 > nand3_1 > a31oi_1 > a32oi_1 > buf_4 > clkdlybuf4s50_1" \
    via_per_inst 5.83 \
    cts_inserted_buffers 811 \
    fmax_mhz 41.3 \
    cts_max_path_buffers 4 \
    setup_violations 0 \
    fillers 64283 \
    peakVddDrop_v 0.0000499 \
    yosysWarnings 1 \
    finalSetupTns_ns 0 \
    cp_slowest_stage_delay_ns 0.80 \
    worst_setup_path_end_kind "primary output" \
    worst_pin_slew_ns 1.18 \
    outcome "finished, final reports clean" \
    htree_levels 6 \
    min_period_over_period_pct 61.0 \
    synth_cell_types 73 \
    fp_util_pct 40.2 \
    ys_ff 8192 \
    grt_pass1_vias 170256 \
    setup.worst_path.start_class "primary input" \
    gp_congestion 0.922 \
    drc_errors 0 \
    cts_setup_buffers 0 \
]
-- critical path, delay by kind of cell --
kind | cells | cell delay (ns)
mux | 1 | 0.28
buf+inv | 11 | 6.00
simple gates | 2 | 0.64
compound gates | 3 | 1.04
-- cell usage after synthesis, types with 15 or more instances --
master	instances	area share (%)
mux4_2	424	3.1
and3_1	20	0.040
o2111ai_1	24	0.067
edfxtp_1	8192	79
buf_4	188	0.45
clkbuf_1	205	0.25
o211ai_1	35	0.084
nor4_1	327	0.65
o22a_1	20	0.056
o22ai_1	1441	2.9
a31oi_1	46	0.092
mux2i_1	3265	10
a32oi_1	15	0.042
nor2_1	447	0.54
buf_6	41	0.15
a22oi_1	73	0.18
mux2_2	18	0.065
a221oi_1	52	0.15
or4_1	29	0.070
nand2_1	209	0.25
buf_2	474	0.76
buf_1	30	0.036
nand3_1	101	0.16
o21ai_0	128	0.20
nor3_1	58	0.093
a21oi_1	66	0.11
-- report_power, final --
group | switching, mW | total [mW] | internal [mW]
clock network | 3.26 | 7.28 | 4.02
registers | 0.00373 | 9.54 | 9.53
logic | 0.635 | 0.889 | 0.254
total | 3.90 | 17.7 | 13.8
-- cells in the final DEF (no fill, tap or decap), types with 35 or more instances in the layout --
| master | count |
|---|---|
| nor2_1 | 183 |
| o211ai_1 | 35 |
| a221oi_1 | 52 |
| clkbuf_1 | 207 |
| nor3_1 | 56 |
| nor2_4 | 260 |
| diode_2 | 89 |
| clkbuf_16 | 818 |
| nor4_1 | 325 |
| o22ai_1 | 1441 |
| nand3_1 | 97 |
| a31oi_1 | 45 |
| clkinv_2 | 134 |
| clkinv_1 | 206 |
| nand2_1 | 173 |
| buf_4 | 924 |
| o21ai_0 | 127 |
| a21oi_1 | 66 |
| a22oi_1 | 73 |
| bufinv_16 | 35 |
| edfxtp_1 | 8192 |
| mux4_2 | 424 |
| mux2i_1 | 3265 |
-- logic make-up after synthesis --
logic type / count (synthesis) / share of synthesized area (%)
multiplexers: 3710 / 13.6
AND-OR/OR-AND: 2023 / 4.19
flip-flops: 8192 / 78.6
buffers and inverters: 951 / 1.69
AND/OR/NAND/NOR: 1243 / 1.93
-- metrics by stage --
| step | cell area [µm²] | hold slack, ns | std cells |
|---|---|---|---|
| finish | 357000 | 7.13 | 28175 |
| global route | 357000 | 7.13 | 28135 |
| CTS | 356000 | 7.07 | 28086 |
| detailed placement | 331000 | 8.36 | 26621 |
| global placement | 331000 | 8.35 | 26621 |
| floorplan | 313000 | 8.04 | 16119 |
-- layout make-up --
class                      instances  area share [%]
inverter                           5         0.00667
tap                            10432            3.66
timing repair buffer            1016            2.32
multi-input combinational       6976            18.0
clock inverter                   440            1.07
antenna                           89          0.0624
clock buffer                    1025            5.96
sequential                      8192            69.0
-- metal layers --
metal	up-vias	wire, µm	part of all wire [%]	track usage [%]
li1	68341	-	-	-
met1	81565	290000	29	29.0
met2	12053	442000	44	38.1
met3	2060	207000	21	24.9
met4	104	55600	5.6	11.3
met5	-	3560	0.36	4.01
-- how the worst max path moves through the flow --
| stage | end | cells past startpoint | startpoint |
|---|---|---|---|
| finish | rdata[6] | 17 | addr[3] |
| global route | rdata[6] | 17 | addr[3] |
| CTS | rdata[24] | 17 | addr[3] |
