### /design/flow/design.v
module AXI_Lite_Master (
    input  logic        ACLK,
    input  logic        ARESETn,
    output logic [ 3:0] AWADDR,
    output logic        AWVALID,
    input  logic        AWREADY,
    output logic [31:0] WDATA,
    output logic        WVALID,
    input  logic        WREADY,
    input  logic [ 1:0] BRESP,
    input  logic        BVALID,
    output logic        BREADY,
    output logic [ 3:0] ARADDR,
    output logic        ARVALID,
    input  logic        ARREADY,
    input  logic [31:0] RDATA,
    input  logic        RVALID,
    output logic        RREADY,
    input  logic [ 1:0] RPESP,
    input  logic        transfer,
    output logic        ready,
    input  logic [31:0] addr,
    input  logic [31:0] wdata,
    input  logic        write,
    output logic [31:0] rdata
);
    logic w_ready, r_ready;
    assign ready = w_ready | r_ready;
    typedef enum {
        AW_IDLE,
        AW_VALID
    } aw_state_t;
    aw_state_t aw_state, aw_state_next;
    always_ff @(posedge ACLK) begin
        if (!ARESETn) begin
            aw_state <= AW_IDLE;
        end else begin
            aw_state <= aw_state_next;
        end
    end
    always_comb begin
        aw_state_next = aw_state;
        AWVALID       = 1'b0;
        AWADDR        = addr[3:0];
        case (aw_state)
            AW_IDLE: begin
                AWVALID = 1'b0;
                if (transfer & write) begin
                    aw_state_next = AW_VALID;
                end
            end
            AW_VALID: begin
                AWVALID = 1'b1;
                AWADDR  = addr[3:0];
                if (AWREADY) begin
                    aw_state_next = AW_IDLE;
                end
            end
            default: begin
                aw_state_next = aw_state;
                AWVALID       = 1'b0;
                AWADDR        = addr[3:0];
            end
        endcase
    end
    typedef enum {
        W_IDLE,
        W_VALID
    } w_state_t;
    w_state_t w_state, w_state_next;
    always_ff @(posedge ACLK) begin
        if (!ARESETn) begin
            w_state <= W_IDLE;
        end else begin
            w_state <= w_state_next;
        end
    end
    always_comb begin
        w_state_next = w_state;
        WVALID       = 1'b0;
        WDATA        = wdata;
        case (w_state)
            W_IDLE: begin
                WVALID = 1'b0;
                if (transfer & write) begin
                    w_state_next = W_VALID;
                end
            end
            W_VALID: begin
                WVALID = 1'b1;
                WDATA  = wdata;
                if (WREADY) begin
                    w_state_next = W_IDLE;
                end
            end
            default: begin
                w_state_next = w_state;
                WVALID       = 1'b0;
                WDATA        = wdata;
            end
        endcase
    end
    typedef enum {
        B_IDLE,
        B_READY
    } b_state_t;
    b_state_t b_state, b_state_next;
    always_ff @(posedge ACLK) begin
        if (!ARESETn) begin
            b_state <= B_IDLE;
        end else begin
            b_state <= b_state_next;
        end
    end
    always_comb begin
        b_state_next = b_state;
        BREADY       = 1'b0;
        w_ready      = 1'b0;
        case (b_state)
            B_IDLE: begin
                BREADY = 1'b0;
                if (WVALID) begin
                    b_state_next = B_READY;
                end
            end
            B_READY: begin
                BREADY = 1'b1;
                if (BVALID) begin
                    b_state_next = B_IDLE;
                    w_ready = 1'b1;
                end
            end
            default: begin
                b_state_next = b_state;
                BREADY       = 1'b0;
                w_ready      = 1'b0;
            end
        endcase
    end
    typedef enum {
        AR_IDLE,
        AR_VALID
    } ar_state_t;
    ar_state_t ar_state, ar_state_next;
    always_ff @(posedge ACLK) begin
        if (!ARESETn) begin
            ar_state <= AR_IDLE;
        end else begin
            ar_state <= ar_state_next;
        end
    end
    always_comb begin
        ar_state_next = ar_state;
        ARVALID       = 1'b0;
        ARADDR        = addr[3:0];
        case (ar_state)
            AR_IDLE: begin
                ARVALID = 1'b0;
                if (transfer & !write) begin
                    ar_state_next = AR_VALID;
                end
            end
            AR_VALID: begin
                ARVALID = 1'b1;
                ARADDR  = addr[3:0];
                if (ARREADY) begin
                    ar_state_next = AR_IDLE;
                end
            end
            default: begin
                ar_state_next = ar_state;
                ARVALID       = 1'b0;
                ARADDR        = addr[3:0];
            end
        endcase
    end
    typedef enum {
        R_IDLE,
        R_READY
    } r_state_t;
    r_state_t r_state, r_state_next;
    always_ff @(posedge ACLK) begin
        if (!ARESETn) begin
            r_state <= R_IDLE;
        end else begin
            r_state <= r_state_next;
        end
    end
    always_comb begin
        r_state_next = r_state;
        RREADY       = 1'b0;
        rdata        = RDATA;
        r_ready      = 1'b0;
        case (r_state)
            R_IDLE: begin
                RREADY = 1'b0;
                if (ARVALID) begin
                    r_state_next = R_READY;
                end
            end
            R_READY: begin
                RREADY = 1'b1;
                if (RVALID) begin
                    rdata        = RDATA;
                    r_state_next = R_IDLE;
                    r_ready      = 1'b1;
                end
            end
            default: begin
                r_state_next = r_state;
                RREADY       = 1'b0;
                rdata        = RDATA;
                r_ready      = 1'b0;
            end
        endcase
    end
endmodule
### /design/flow/config.mk
export PLATFORM = sky130hd
export DESIGN_NAME = AXI_Lite_Master
export DESIGN_NICKNAME = AXI_Lite_Master
export VERILOG_FILES = /design/flow/design.v
export SDC_FILE = /design/flow/constraint.sdc
export NUM_CORES = 4
export LEC_CHECK = 1
export CORE_AREA = 10 10 81 81
export DIE_AREA = 0 0 91 91
### /design/flow/constraint.sdc
current_design AXI_Lite_Master

set clk_period 1.1
set clk_io_pct 0.2

create_clock -name clk0 -period $clk_period [get_ports {ACLK}]

set non_clock_inputs [all_inputs -no_clocks]
set_input_delay [expr $clk_period * $clk_io_pct] -clock clk0 $non_clock_inputs
set_output_delay [expr $clk_period * $clk_io_pct] -clock clk0 [all_outputs]
### /design/flow/run.sh
#!/bin/bash
# OpenROAD 26Q1-2900-gdf79404cd8, Yosys 0.63+post, stock flow scripts
make -C /OpenROAD-flow-scripts/flow DESIGN_CONFIG=/design/flow/config.mk WORK_HOME=/design/flow/orfs finish
==> impl_results.rst <==
Synthesis and place-and-route
=============================

.. list-table::
   :header-rows: 1

   * - Metric
     - Value
   * - Outcome
     - completed
   * - Drt drc
     - 0
   * - Root Buffer
     - sky130_fd_sc_hd__clkbuf_8
   * - Sequential-to-total area share from yosys stat
     - 22.4%
   * - Vias
     - ~460
   * - Endpoint of the most critical register-to-register path
     - b_state[0]
   * - Number of levels in the clock H-tree
     - 1
   * - Final hold violations
     - 0
   * - Fmax
     - 0.917 GHz
   * - Hold path start
     - BVALID
   * - Total iterations of the first detailed-routing run
     - 2
   * - Pin slew with the least headroom to its limit
     - 0.140 ns
   * - Reg clk slew, reported paths
     - around 0.050 ns
   * - Number of pins exceeding their max-slew limit in the final report
     - 0
   * - Synth unique cells
     - 11
   * - Number of cell instances on the worst register-to-register path
     - 7
   * - Clock latency reported for the late side of the worst-skew pair
     - about 0.23 ns
   * - Worst slack after detailed placement
     - -0.409 ns
   * - Number of I/O pins
     - around 190
   * - Most frequent logic cells in the routed design
     - sky130_fd_sc_hd__buf_4 (9), sky130_fd_sc_hd__buf_6 (7)
   * - Crit Reg-Reg Startpoint
     - b_state[1]
   * - Final sum of negative setup slack
     - 0 ns
   * - Initial cell density of the core
     - 18.6%
   * - Worst IR Drop VDD
     - 0.000524 V
   * - Number of max-capacitance violations reported
     - 0
   * - Placement-stage cell area
     - 638 um2
   * - Cell area after technology mapping
     - 895 um2
   * - Number of design-rule violations left by the first detailed-router iteration
     - 36
   * - Adder and majority cell fraction of the synthesized area
     - 0%
   * - AND-OR/OR-AND share of the synthesized area
     - roughly 6.3%
   * - CTS tree
     - yes
   * - Crit-path max FO
     - 2
   * - Area fraction in mux cells
     - 0%
   * - Total leakage power
     - about 0.00034 uW
   * - Die Outline Area
     - 8280 um2
   * - Kind of capture point of the worst setup path
     - primary output
   * - OpenROAD warnings
     - 58
   * - Total global-route track usage
     - 3.48%
   * - Post-DP HPWL
     - 1170 um
   * - Worst Setup Start Kind
     - register
   * - Top logic cell by instance count in the layout
     - sky130_fd_sc_hd__buf_4
   * - Portion of the clock cycle consumed by the worst path in the final layout
     - 99.1%
   * - Initial antenna violation count
     - 0
   * - Tightest slew margin relative to the limit
     - around nine tenths
   * - Setup clock skew after layout
     - between 0.001 and 0.0015 ns
   * - Chip area in the Yosys report
     - 895 um2
   * - Number of global-route vias before repair
     - 442
   * - Worst hold endpoint
     - b_state[1]
   * - Per-cell via count in the routed design
     - 3.32
   * - # hold bufs at CTS
     - 0
   * - WS Path Type
     - register to primary output
   * - Register-to-register setup slack
     - 0.08 ns
   * - Hold Path Depth
     - 3
   * - Layout-stage area growth over the synthesis result
     - -11.6%
   * - Diodes inserted
     - 0
   * - Synthesized instance count
     - 110
   * - Die width
     - around 91 um
   * - # setup viols final
     - 0
   * - RSZ-0062 raised after global routing
     - true
   * - Post-synthesis average cell area
     - 8.13 um2
   * - Vertical die size
     - 91 um
   * - Core area
     - 4820 um2
   * - Flops out of synthesis
     - 10
   * - Number of sinks handled by clock tree synthesis
     - 10
   * - Pin count of the biggest net entering global routing
     - 7
   * - Fillers
     - 558
   * - Final std cell area, no fill
     - a little under 800 um2
   * - Global-route congestion overflow total
     - 0
   * - Main logic family after synthesis
     - buffers and inverters
   * - Mean routed wirelength per cell
     - 11.1 um
   * - # port buffers
     - 14
   * - Setup ws final
     - between 0.009 and 0.01 ns
   * - Worst EP arrival
     - slightly below 0.9 ns
   * - Post-synthesis xor/xnor area fraction
     - 0%
   * - Fraction of layout instances using a drive strength above 1
     - between 40 and 50%
   * - Yosys warns
     - 1
   * - Number of nets still failing antenna checks after routing
     - 0
   * - P per Cell Area
     - ~1300 nW/um2
   * - Row count
     - 25
   * - Required arrival time at the worst endpoint
     - a little under 0.9 ns
   * - Global-route wire length before repair
     - 2350 um
   * - Routability congestion estimate from global placement
     - between 0.7 and 0.8
   * - Clock buffer count from CTS
     - 3
   * - Minimum period implied by the final worst setup slack
     - around 1.1 ns
   * - Worst Hold Class
     - primary input to register
   * - Post-synthesis cell count from yosys
     - 110
   * - Total wirelength of the detailed-routed design
     - 1550 um
   * - Number of buffers on the longest clock path
     - 2
   * - Area fraction in and, or, nand and nor cells
     - 10.5%
   * - Total power after layout
     - 994 uW
==> how the worst max path moves through the flow <==
stage / from / to / slack (ns) / depth (start not counted)
CTS: r_state[1] / ready / 0.01 / 4
global route: r_state[1] / ready / -0.03 / 4
finish: r_state[1] / ready / 0.01 / 4
==> sequential cells by signal, summed over array words and instances (netlist names) <==
register,flops
ar_state,2
aw_state,2
b_state,2
r_state,2
w_state,2
==> critical path, cell delays in order, from the launching register on <==
cell	delay [ns]
sky130_fd_sc_hd__dfxtp_2	0.32
sky130_fd_sc_hd__buf_6	0.11
sky130_fd_sc_hd__nand2_4	0.05
sky130_fd_sc_hd__nand2_2	0.05
sky130_fd_sc_hd__buf_2	0.11
==> through the flow <==
| step | util, % | hold slack (ns) | std cells |
|---|---|---|---|
| after floorplan | - | 0.292 | 110 |
| after global placement | 13.2 | 0.440 | 127 |
| after detailed placement | 13.2 | 0.440 | 127 |
| after CTS | 16.5 | 0.404 | 140 |
| after global routing | 16.4 | 0.432 | 139 |
| final | 16.4 | 0.413 | 139 |
==> synthesized netlist by cell type <==
library cell | count | share of area [%]
sky130_fd_sc_hd__o22ai_1 | 1 | 0.70
sky130_fd_sc_hd__nand2b_1 | 6 | 4.2
sky130_fd_sc_hd__dfxtp_1 | 10 | 22
sky130_fd_sc_hd__nand3b_1 | 1 | 0.84
sky130_fd_sc_hd__a221o_1 | 3 | 3.4
sky130_fd_sc_hd__a21oi_1 | 3 | 1.7
sky130_fd_sc_hd__nand3_1 | 3 | 1.7
sky130_fd_sc_hd__o21ai_0 | 1 | 0.56
sky130_fd_sc_hd__buf_4 | 72 | 60
sky130_fd_sc_hd__nand2_1 | 9 | 3.8
sky130_fd_sc_hd__inv_2 | 1 | 0.42
==> routing by layer <==
metal / wire length [um] / vias up / track usage (%) / part of all wire (%)
met2: 456 / 36 / 3.10 / 29
met1: 680 / 200 / 4.36 / 44
met3: 332 / 24 / 3.82 / 21
met4: 78 / 0 / 2.22 / 5.0
li1: - / 201 / - / -
met5: 0 / - / 0 / 0
==> report_power, final <==
part,internal [uW],switching [uW],total [uW]
logic,89.8,47.4,137
clock network,314,142,456
registers,389,12.1,401
==> area by class of cell <==
| class | instances | area (um2) | area share, % |
|---|---|---|---|
| sequential | 10 | 206 | 26.1 |
| tap | 67 | 83.8 | 10.6 |
| timing repair buffer | 30 | 274 | 34.7 |
| multi-input combinational | 27 | 168 | 21.2 |
| inverter | 1 | 3.75 | 0.475 |
| clock buffer | 4 | 55.1 | 6.96 |
==> repair_timing <==
item,CTS,global route
endpoints found under the setup margin,6,2
pin swaps,4,0
setup buffers,10,0
cloned,0,0
resized,27,2
==> logic make-up (layout without fill, tap and decap cells) <==
kind of cell / after synthesis / after routing
DFF: 10 / 10
buffers and inverters: 73 / 35
AOI/OAI and AO/OA: 8 / 8
and+or+nand+nor: 19 / 19
Power figures rest on the tool's default switching activity, not on a simulated workload.
